**design/flow/run.sh**
```bash
#!/bin/bash
# OpenROAD 26Q1-2900-gdf79404cd8, Yosys 0.63+post, stock flow scripts
make -C /OpenROAD-flow-scripts/flow DESIGN_CONFIG=/design/flow/config.mk WORK_HOME=/design/flow/orfs finish
```
**design/flow/config.mk**
```make
export PLATFORM = sky130hd
export DESIGN_NAME = MTwister
export DESIGN_NICKNAME = MTwister
export VERILOG_FILES = /design/flow/design.v
export SDC_FILE = /design/flow/constraint.sdc
export NUM_CORES = 4
export LEC_CHECK = 1
export CORE_UTILIZATION = 30
export SYNTH_MEMORY_MAX_BITS = 65536
```
**design/flow/constraint.sdc**
```tcl
current_design MTwister

set clk_period 298.8
set clk_io_pct 0.2

create_clock -name clk0 -period $clk_period [get_ports {clk}]

set non_clock_inputs [all_inputs -no_clocks]
set_input_delay [expr $clk_period * $clk_io_pct] -clock clk0 $non_clock_inputs
set_output_delay [expr $clk_period * $clk_io_pct] -clock clk0 [all_outputs]
```
**design/flow/design.v**
```verilog
module MTwister #(parameter
    N = 624,  
    M = 397,  
    R = 31,  
    A = 32'h9908B0DF,  
    U = 11,  
    D = 32'hFFFFFFFF,  
    S = 7,  
    B = 32'h9D2C5680,  
    T = 15,  
    C = 32'hEFC60000,  
    L = 18,  
    F = 1812433253  
) (
    input clk, rst, trig,
    input [31:0] seed,
    output [31:0] r_num,
    output ready,
    output last
);
localparam INDEX_WIDTH = $clog2(N);
logic [INDEX_WIDTH-1:0] index;
wire wr;
wire [31:0] Di, Do1, Do2;
wire [INDEX_WIDTH-1:0] index_gen;
Sram_dp #(N) sram (
    .clk(clk),
    .wr(wr),
    .Addr1(index),
    .Addr2(index_gen),
    .Di(Di),
    .Do1(Do1),
    .Do2(Do2)
);
enum logic [2:0] {INIT0, INIT1, GEN0, GEN1, GEN2, EXTR0, EXTR1} state;
always_ff @(posedge clk)
if (rst)
    state <= INIT0;
else
case (state)
    INIT0: if (index == N-2)
        state <= INIT1;
    INIT1: state <= GEN0;
    GEN0: state <= GEN1;
    GEN1: state <= GEN2;
    GEN2: if (index == 0 && !wr)
        state <= EXTR0;
    EXTR0: state <= EXTR1;
    EXTR1: if (last && trig)
        state <= GEN0;
    default: ;
endcase
logic [31:0] Di_init;
wire [31:0] x_gen;
wire [31:0] comb_gen;
logic osci_gen;
logic [31-R:0] Do1_gen;
assign wr = rst || state == INIT0 || state == INIT1 || (state == GEN2 && osci_gen) || state == EXTR0;
assign comb_gen = Do2 ^ (x_gen >> 1);
assign x_gen = {Do1_gen, Do1[R-1:0]};
assign Di = (state == INIT0 || state == INIT1) ? Di_init :
x_gen[0] ? comb_gen ^ A : comb_gen;
localparam W_INDEX_WIDTH = 32 - INDEX_WIDTH;
always_ff @(posedge clk)
if (rst)
    Di_init <= seed;
else
    Di_init <= F * (Di_init ^ (Di_init >> (30))) + {{W_INDEX_WIDTH{1'b0}}, index} + 1;
always_ff @(posedge clk)
if (wr)
    Do1_gen <= Do1[31:R];
always_ff @(posedge clk)
if (state == GEN1)
    osci_gen <= 1;
else
    osci_gen <= ~osci_gen;
logic [31:0] y;
logic trig_r;
always_ff @(posedge clk)
if (trig)
    y <= Do1;
always_ff @(posedge clk)
    trig_r <= trig;
wire [31:0] y0;
wire [31:0] y1;
wire [31:0] y2;
wire [31:0] y3;
assign y0 = (trig && !trig_r) ? y ^ ((y >> U) & D) : Do1 ^ ((Do1 >> U) & D);
assign y1 = y0 ^ ((y0 << S) & B);
assign y2 = y1 ^ ((y1 << T) & C);
assign y3 = y2 ^ (y2 >> L);
logic [31:0] y3_r;
always_ff @(posedge clk)
if(trig_r)
    y3_r <= y3;
assign r_num = trig_r ? y3 : y3_r;
always_ff @(posedge clk)
if (rst)
    index <= 0;
else
case(state)
    INIT0: index <= index + 1;
    INIT1: index <= 0;
    GEN0: index <= 1;
    GEN1: index <= 0;
    GEN2:
    if (index == N-2 && wr)
        index <= 0;
    else if (index == 0 && !wr)
        index <= N-1;
    else if (wr)
        index <= index + 2;
    else
        index <= index - 1;
    EXTR0: index <= 0;
    EXTR1:
    if (trig)
    begin
        if (index == N-1)
            index <= 0;
        else
            index <= index + 1;
    end
    default: ;
endcase
assign index_gen = (index + M > N) ? index + M - N -1 : index + M - 1;
assign ready = state == EXTR1;
assign last = (state == EXTR1 && index == N-1);
endmodule
module Sram_dp#(parameter N = 624)
(
    input clk, wr,
    input  [$clog2(N) - 1:0] Addr1, Addr2,
    input  [31:0] Di,
    output logic [31:0] Do1, Do2
);
logic[31:0] mem [0:N-1];
always_ff @(posedge clk)
begin
    if (wr)
        mem[Addr1] <= Di;
    Do1 <= mem[Addr1];
end
always_ff @(posedge clk)
    Do2 <= mem[Addr2];
endmodule
```
==> flow_summary.toml <==
# generated from flow reports
[place]
number_of_buffer_cells_added_on_primary_ports = 68
place_ws_ns = 176.25
hpwl_mm = 2420
place_congestion = 1.00
cell_count_after_placement = 84600
placedInstanceArea_sq_um = 1000000

[run_status]
violations_in_the_final_reports = "capacitance limit, slew limit"
status = "finished with violations"

[sta]
setup-tns-final_ns = 0
final_hold_viol_count = 0
unrepaired_setup_endpoints_after_global_routing = "false"
fmax_mhz = 8.16
skew_ns = 0.148
final_period_minus_worst_setup_slack_ns = 122.58
relSlewSlack_pct = -21.1
timing.final.max_slew_violations = 49
tightestPinTransition_ns = 1.77
smallest_setup_slack_after_layout_ns = 176.22
setup_violations = 0
min_period_over_period_pct = 41.0

[clock_network]
numCtsBuffers = 2225
ctsHoldBuffers = 0
cts.root.buffer_cell = "sky130_fd_sc_hd__clkbuf_16"
clkLatencyLatePin_ns = 1.72
cts_sinks = 20100
cts_resized = 0
post_cts_buffers = 0
clock_tree.htree_level_count = 8
cts-root-to-sink-buffers = 6
clk_pin_slew_ns = 0.06
tritoncts = "built"

[run]
cap_viol_max_count = 6
warnings = 51

[power_and_ir_drop]
switching_power_mw = 3.21
design_power_total_mw = 9.39
seq_power_share_pct = 38.0
maximum_vdd_ir_drop_mv = 0.265
pwr-share-clk_pct = 28.7
comb_power_share_pct = 33.3
fraction_of_power_spent_switching_nets_pct = 34.2
powerDensity_nw_per_um2 = 8.71
internal_power_mw = 6.18
p_leak_nw = 323

[synth]
synthesis.yosys.warnings = 2
avgSynthCellArea_sq_um = 21.5
synthArstFlopShare_pct = 0
top_cell = "sky130_fd_sc_hd__edfxtp_1"
yosysTopAreaCell = "sky130_fd_sc_hd__edfxtp_1"
post_synth_num_cell_types = 91
synthCells = 43400
synth.area.top_cells = "sky130_fd_sc_hd__edfxtp_1 65%, sky130_fd_sc_hd__mux4_2 28%, sky130_fd_sc_hd__clkbuf_1 0.81%"
synth-seq-area-share_pct = 64.8
top_area_share_pct = 64.5
edf_count = 20000
synth_top_flop_cell = "sky130_fd_sc_hd__edfxtp_1"
postSynthRegisterBits = 20100
number_of_cells_in_yosys_stat = 43400
yosys-stat-area_sq_um = 931000
post_synth_instance_area_sq_um = 931000
ys_top_cells_by_count = "20000 x sky130_fd_sc_hd__edfxtp_1, 11500 x sky130_fd_sc_hd__mux4_2, 2021 x sky130_fd_sc_hd__clkbuf_1"

[worst_setup_path]
critPathArrivalTime_ns = 62.82
regToRegEndpoint = "sram.Do2[27]$_DFF_P_"
worst-r2r-setup-slack_ns = 287.64
critical_path.startpoint_type = "input pin"
timing.rr.start = "index[0]$_SDFFE_PP0P_"
crit_path_drt_ns = 239.04
worst-r2r-cell-count = 21
timing.setup.critical_path_class = "input pin to output port"
cp_max_fo = 40
worstSetupEndpointType = "output port"

[drt]
remaining_routing_drc_violations = 0
dr.first_iter.drc_count = 42500
antenna_violating_nets_post_route = 0
detail_route.vias_per_cell = 5.72
drt-wirelength-per-cell_um = 39.8
vias = 519000
drt_pre_antenna_iters = 9
wl_mm = 3620

[final_layout]
final_area_sq_um = 1080000
fin_cells = 90800
syn_to_final_growth_pct = 15.8
drive_above_1_share_pct = 40.5

[die]
floorplanUtilization_pct = 30.0
top_level_i_o_count = 69
die_y_mm = 1.76
core_area_sq_um = 3100000
rows = 647
floorplan.die.width_mm = 1.76
die_area_sq_um = 3110000

[min_path]
hold_crit_class = "register to register"
hold_start = "osci_gen$_SDFF_PP1_"
hold_end = "osci_gen$_SDFF_PP1_"
worstHoldPathCells = 1

[global_routing]
groute.usage.overall_pct = 24.8
grt_first_pass_wirelength_mm = 4850
grt_start_max_net_pins = 109
gr-total-overflow = 0
vias_in_the_first_global_route = 565000
antenna_violations_before_repair = 528
==> final cells by class <==
type | instances | area (sq um)
inverter | 278 | 1090
multi-input combinational | 19500 | 319000
clock buffer | 2727 | 58500
clock inverter | 1237 | 11400
timing repair buffer | 3533 | 27900
tap | 41200 | 51600
fill | 283000 | 2020000
antenna | 2189 | 5480
sequential | 20100 | 603000
==> registers in the layout, summed over array words and instances, names as in the netlist <==
signal	flops
sram.mem	19968
Di_init	32
sram.Do1	32
sram.Do2	32
y3_r	32
y	29
index	10
state	7
Do1_gen	1
osci_gen	1
trig_r	1
==> worst max-delay path by stage <==
stage	endpoint	cells after the start	slack [ns]	from
final	r_num[6]	9	176.22	trig
after global routing	r_num[6]	9	175.94	trig
after CTS	r_num[6]	9	176.25	trig
==> power by group through the flow <==
stage	sequential (mW)	combinational, mW	clock [mW]
after CTS	3.56	3.11	2.72
after global routing	3.56	3.43	2.82
final	3.56	3.13	2.69
==> layer usage <==
metal,global-route usage [%],vias to the layer above,wire length (um)
met3,25.8,8021,846000
li1,-,199000,-
met4,15.5,648,291000
met5,12.0,-,41600
met1,21.8,267000,928000
met2,32.3,44300,1510000
==> critical path, stage by stage <==
cell and delay [ns]:
sky130_fd_sc_hd__buf_2 0.09, sky130_fd_sc_hd__buf_4 0.40, sky130_fd_sc_hd__nand2b_2 0.59, sky130_fd_sc_hd__a21oi_1 0.58
sky130_fd_sc_hd__xnor2_1 0.22, sky130_fd_sc_hd__xnor2_1 0.31, sky130_fd_sc_hd__xnor2_1 0.12, sky130_fd_sc_hd__mux2_2 0.30
sky130_fd_sc_hd__clkdlybuf4s50_1 0.42
==> stage by stage <==
step                      hold slack (ns)  utilization (%)
after floorplan                     0.367                -
after global placement              0.414             32.4
after detailed placement            0.414             32.4
after CTS                           0.427             34.6
after global routing                0.431             34.8
final                               0.429             34.8
==> cell usage in the layout (no fill, tap or decap), drive strengths merged, types with 89 or more instances in the layout <==
master and count:
o221ai 106, clkinv 915, o21ai 305, ha 246, mux2i 675, xnor2 135
a31oi 95, o211ai 190, nor2 839, nand3 389, edfxtp 20000, clkbuf 2727
mux4 11500, a21oi 511, a22oi 977, fa 154, a211oi 125, a22o 105
inv 400, dfxtp 147, bufinv 152, a221oi 152, mux2 89, nand4 93
nand2 1927, and3 195, buf 3469, diode 2189
==> cells by family (layout without fill, tap and decap cells) <==
kind of cell	count (synthesis)	in the layout	synth area share, %
multiplexers	12300	12300	28.8
XOR/XNOR	201	201	0.194
adder cells (fa/ha/maj)	400	400	0.662
other	0	2189	0
buffers and inverters	3798	7775	1.70
flip-flops	20100	20100	64.8
AND-OR/OR-AND	2954	2954	2.24
AND/OR/NAND/NOR	3595	3595	1.62
Power and IR drop assume default switching activity.
